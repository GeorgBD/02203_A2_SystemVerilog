`flow/design.v`:
```
module uart #(
    parameter P_BAUD_RATE       = 115200,
    parameter P_CLOCK_FREQUENCY = 100_000_000
) (
    input logic clk,
    input logic rst,
    input logic rx,
    output logic tx,
    input logic [7:0] data_stream_in,
    input logic data_stream_in_stb,
    output logic data_stream_in_ack,
    output logic [7:0] data_stream_out,
    output logic data_stream_out_stb
);
  localparam integer RX_CLKS_PER_BIT = P_CLOCK_FREQUENCY / (P_BAUD_RATE * 16);
  logic [$clog2(RX_CLKS_PER_BIT)-1:0] rx_tick_counter;
  logic rx_tick;
  always_ff @(posedge clk or posedge rst) begin
    if (rst) begin
      rx_tick_counter <= '0;
      rx_tick         <= 1'b0;
    end else if (rx_tick_counter == RX_CLKS_PER_BIT - 1) begin
      rx_tick_counter <= '0;
      rx_tick         <= 1'b1;
    end else begin
      rx_tick_counter <= rx_tick_counter + 1;
      rx_tick         <= 1'b0;
    end
  end
  logic rx_sync_0, rx_sync_1;
  always_ff @(posedge clk or posedge rst) begin
    if (rst) begin
      rx_sync_0 <= 1'b1;
      rx_sync_1 <= 1'b1;
    end else begin
      rx_sync_0 <= rx;
      rx_sync_1 <= rx_sync_0;
    end
  end
  logic [3:0] rx_sample_count, rx_sample_count_next;
  logic [15:0] rx_sample_vec;
  always_ff @(posedge rx_tick or posedge rst) begin
    if (rst) begin
      rx_sample_count <= 4'd0;
      rx_sample_vec   <= 16'hffff;
    end else if (rx_tick) begin
      rx_sample_count <= rx_sample_count_next;
      rx_sample_vec   <= {rx_sync_1, rx_sample_vec[15:1]};
    end
  end
  typedef enum logic [2:0] {
    RX_IDLE,
    RX_DATA,
    RX_STOP
  } rx_state_t;
  rx_state_t rx_state, rx_state_next;
  logic [2:0] rx_bit_index, rx_bit_index_next;
  logic [7:0] rx_shift_reg, rx_shift_reg_next;
  always_comb begin : rx_fsm_comb
    rx_state_next        = rx_state;
    rx_bit_index_next    = rx_bit_index;
    rx_shift_reg_next    = rx_shift_reg;
    data_stream_out      = 0;
    data_stream_out_stb  = 1'b0;
    rx_sample_count_next = rx_sample_count + 1;
    case (rx_state)
      RX_IDLE: begin
        if (rx_sample_vec == 16'b0000_0000_0000_0001) begin   
          rx_state_next        = RX_DATA;
          rx_bit_index_next    = 4'd0;
          rx_sample_count_next = 4'd0;
        end
      end
      RX_DATA: begin
        if (rx_sample_count == 4'd8) begin   
          rx_shift_reg_next[rx_bit_index] = rx_sync_1;
          if (rx_bit_index == 4'd7) begin
            rx_state_next = RX_STOP;
          end else begin
            rx_bit_index_next = rx_bit_index + 1;
          end
        end
      end
      RX_STOP: begin
        if (rx_sample_count == 4'd8) begin   
          if (rx_sync_1) begin   
            data_stream_out     = rx_shift_reg;
            data_stream_out_stb = rx_tick;
            rx_state_next       = RX_IDLE;
            rx_bit_index_next   = 0;
          end else begin
            rx_state_next = RX_IDLE;   
          end
        end
      end
      default: rx_state_next = RX_IDLE;
    endcase
  end
  always_ff @(posedge rx_tick or posedge rst) begin
    if (rst) begin
      rx_state     <= RX_IDLE;
      rx_bit_index <= 4'b0;
      rx_shift_reg <= 8'b0;
    end else begin
      rx_state     <= rx_state_next;
      rx_bit_index <= rx_bit_index_next;
      rx_shift_reg <= rx_shift_reg_next;
    end
  end
  localparam integer TX_CLKS_PER_BIT = P_CLOCK_FREQUENCY / P_BAUD_RATE;
  logic [$clog2(TX_CLKS_PER_BIT)-1:0] tx_tick_counter;
  logic tx_tick;
  always_ff @(posedge clk or posedge rst) begin
    if (rst) begin
      tx_tick_counter <= '0;
      tx_tick         <= 1'b0;
    end else if (tx_tick_counter == TX_CLKS_PER_BIT - 1) begin
      tx_tick_counter <= '0;
      tx_tick         <= 1'b1;
    end else begin
      tx_tick_counter <= tx_tick_counter + 1;
      tx_tick         <= 1'b0;
    end
  end
  typedef enum logic [2:0] {
    TX_IDLE,
    TX_START,
    TX_DATA,
    TX_STOP
  } tx_state_t;
  tx_state_t tx_state, tx_state_next;
  logic [2:0] tx_bit_index, tx_bit_index_next;
  logic tx_next;
  always_comb begin : tx_fsm_comb
    tx_state_next      = tx_state;
    tx_bit_index_next  = 4'd0;
    tx_next            = 1'b1;   
    data_stream_in_ack = 1'b0;
    case (tx_state)
      TX_IDLE: begin
        if (data_stream_in_stb) begin
          tx_state_next = TX_START;
        end
      end
      TX_START: begin
        tx_next = 1'b0;  
        tx_state_next    = TX_DATA;
      end
      TX_DATA: begin
        tx_next = data_stream_in[tx_bit_index];
        if (tx_bit_index == 4'd7) begin
          tx_state_next = TX_STOP;
        end else begin
          tx_bit_index_next = tx_bit_index + 1;
        end
      end
      TX_STOP: begin
        tx_next            = 1'b1;   
        tx_state_next      = TX_IDLE;
        data_stream_in_ack = tx_tick;
      end
      default: tx_state_next = TX_IDLE;
    endcase
  end
  always_ff @(posedge tx_tick or posedge rst) begin
    if (rst) begin
      tx_state     <= TX_IDLE;
      tx           <= 1'b1;
      tx_bit_index <= 4'd0;
    end else begin
      tx_state     <= tx_state_next;
      tx           <= tx_next;
      tx_bit_index <= tx_bit_index_next;
    end
  end
endmodule
```
`flow/config.mk`:
```
export PLATFORM = sky130hd
export DESIGN_NAME = uart
export DESIGN_NICKNAME = uart
export VERILOG_FILES = /design/flow/design.v
export SDC_FILE = /design/flow/constraint.sdc
export NUM_CORES = 4
export LEC_CHECK = 1
export CORE_UTILIZATION = 40
```
`flow/run.sh`:
```
#!/bin/bash
# OpenROAD 26Q1-2900-gdf79404cd8, Yosys 0.63+post, stock flow scripts
make -C /OpenROAD-flow-scripts/flow DESIGN_CONFIG=/design/flow/config.mk WORK_HOME=/design/flow/orfs finish
```
`flow/constraint.sdc`:
```
current_design uart

set clk_period 2.6
set clk_io_pct 0.2

create_clock -name clk0 -period $clk_period [get_ports {clk}]

set non_clock_inputs [all_inputs -no_clocks]
set_input_delay [expr $clk_period * $clk_io_pct] -clock clk0 $non_clock_inputs
set_output_delay [expr $clk_period * $clk_io_pct] -clock clk0 [all_outputs]
```
==> results.py <==
# Physical implementation metrics
metrics = {
    "placement": {
        "pre_cts_slack_ns": 0.5310,
        "place_congestion": 0.7923,
        "place.port_buffers": 22,
        "dp_hpwl_mm": 2.831,
        "dp.cells": 313,
    },
    "min_path": {
        "hold_path_end": "rx_sync_1",
        "min_path_cells": 0,
        "min_from": "rx_sync_0",
        "hp-class": "flop to flop",
    },
    "power": {
        "power_density_mw_per_mm2": 186.3,
        "peakVddDrop_v": 0.0002141,
        "p_leak_nw": 1.307,
    },
    "outcome": {
        "status": "finished, final reports clean",
    },
    "grt": {
        "grt_pass1_vias": 1572,
        "grt_start_max_net_pins": 35,
        "grt_pass1_wl_mm": 6.955,
        "antenna_found_initial": 0,
        "grt_usage_pct": 12.34,
        "overflow": 0,
    },
    "cells_and_area": {
        "instances_no_fill": 317,
        "area_delta_synth_final_pct": 14.43,
        "final_util_pct": 47.49,
        "largest_register_ffs": 16,
        "layout-drive-gt1-share_pct": 17.08,
    },
    "synth": {
        "xor_area_share_pct": 4.321,
        "synth-main-ff-cell": "dfrtp_1",
        "synth_warnings": 1,
        "adder_share_pct": 5.223,
        "top_cell_area_share_pct": 38.94,
        "synth-async-reset-ratio_pct": 100.0,
        "synthTopCellsByCount": "dfrtp_1, nor2_1, dfstp_2",
        "synth_flops": 62,
        "yosysTopAreaCell": "dfrtp_1",
        "ys_sh_simple_pct": 17.90,
        "top_logic_kind": "simple AND/OR/NAND/NOR gates",
        "synth_cell_types": 35,
        "mux_area_share_pct": 5.033,
        "synthAoiAreaFrac_pct": 6.078,
        "ys_seq_share_pct": 59.88,
        "syn_area_mm2": 0.002635,
        "top_cell": "dfrtp_1",
        "edf_count": 0,
        "area_leaders": "dfrtp_1, dfstp_2, ha_1",
        "ys_cells": 212,
        "synth.avg_cell_area_um2": 12.43,
        "synth_chip_area_mm2": 0.002635,
        "postSynthCellCount": 212,
    },
    "route": {
        "via_count": 1564,
        "dr.pass1.iters": 4,
        "post_drt_wl_per_cell_um": 11.69,
        "antennaDiodeCount": 0,
        "drt_iter0_drc": 44,
        "antenna_left": 0,
        "drc_errors": 0,
        "wirelength_mm": 3.707,
        "vias_per_cell": 4.934,
    },
    "worst_setup_path": {
        "cp_max_fo": 9,
        "crit_chain": "and3_1 -> and2_1 -> clkdlybuf4s50_1",
        "critPathLaunchType": "flop",
        "crit_buf_inv": 1,
        "timing.rr.end": "tx_tick_counter[5]",
        "max_stage_delay_ns": 0.61,
        "startpoint": "rx_sync_1",
        "path_class": "flop to output port",
        "cp-end-kind": "output port",
        "r2r-start": "tx_tick_counter[7]",
        "arrival_ns": 1.80,
        "critPathTopFamily": "flip-flops",
        "cp.required_ns": 2.08,
        "r2r_slack_ns": 1.19,
        "reg2reg_depth": 4,
        "crit_path_top_delay_cell": "dfstp_2",
    },
    "clock_network": {
        "cts_tree": "done",
        "clk_pin_slew_worst_paths_ns": 0.07,
        "cts_buffer_depth": 2,
        "ctsResizeCount": 0,
        "clk_latency_ns": 0.26,
        "root_buffer": "clkbuf_8",
        "h-tree-depth": 1,
        "hold_buffers": 0,
        "postCtsSetupBuffers": 0,
        "cts_made_buffers": 3,
    },
    "timing": {
        "finalHoldWorstSlack_ns": 0.3636,
        "max_slew_margin_pct": 60.90,
        "period_used_pct": 89.29,
        "period_needed_ns": 2.322,
        "untimed_endpoints": 43,
        "drv_slew": 0,
        "finalSetupViolCount": 0,
        "max_freq_ghz": 0.4307,
        "worst_slew_pin_slew_ns": 0.5856,
        "grt_setup_unrepaired": "false",
        "setup_tns_ns": 0,
        "fin_worst_skew_ns": 0.005670,
        "hold_viol": 0,
        "unclocked_regs": 42,
        "finalWorstSetupSlack_ns": 0.2784,
    },
    "die": {
        "core.rowCount": 29,
        "coreArea_mm2": 0.006350,
        "die_h_um": 83.17,
        "fp_util_pct": 41.50,
        "fp.dieW_um": 83.17,
        "die_area_mm2": 0.006916,
        "io_pins": 23,
    },
    "run": {
        "warnings": 29,
        "maxCapViolCount": 0,
    },
}
[kinds of logic (layout without fill, tap and decap cells)]
family,after synthesis,count (layout)
AOI/OAI and AO/OA,19,19
muxes,10,10
buffers and inverters,11,39
and+or+nand+nor,86,86
DFF,62,62
xor gates and xnor gates,13,13
adders and majority gates,11,11
[power breakdown]
group / leakage [nW] / internal (W) / switching [W]
Clock: 0.0228 / 0.000109 / 0.0000955
Sequential: 0.772 / 0.000316 / 0.00000217
Combinational: 0.512 / 0.0000188 / 0.0000203
[layer usage]
metal	share of wire (%)	GRT usage, %
met2	42	18.41
met3	2.5	1.211
met4	0.94	1.097
met5	0	0
met1	55	21.62
[placed cells by master, fill, tap and decap left out]
master,n
mux2_2,5
inv_2,1
nor3_1,2
clkdlybuf4s50_1,22
nand4_2,1
mux4_2,2
nand2b_1,2
clkbuf_8,3
or2_1,1
and3b_1,1
nand2_1,10
a2111oi_4,1
ha_1,11
dfstp_2,21
xor2_1,5
a22o_1,4
clkbuf_1,1
nand3_1,12
nor2_1,26
nor2b_1,3
nand4b_1,1
nor4_1,2
o21ai_0,5
mux2i_1,2
buf_4,3
xnor2_1,8
a21o_1,3
and2_1,14
nor4_2,3
dfrtp_1,41
inv_1,9
nand3b_1,2
o2bb2ai_1,3
a2111oi_0,1
nor4b_2,1
and3_1,2
mux2_1,1
o211ai_1,2
nand4_1,3
[final cells by class]
class,instances,area [um^2]
well taps,77,96.34
clock buffers,4,45.04
inverters,10,37.54
flip-flops and latches,62,1578
multi-input cells,139,1016
repair buffers,25,242.7
fillers,557,3334
[metrics by stage]
stage	total power, W	instance area, um^2
finish	0.0005616	3015
global route	0.0005931	3015
CTS	0.0005727	3015
detailed placement	0.0003657	2970
global placement	0.0003653	2970
floorplan	0.0003401	2635
[how the worst max path moves through the flow]
stage,end,cells after the start
after CTS,data_stream_out[0],3
after global routing,data_stream_out_stb,3
final,data_stream_out[0],3
Power and IR drop assume default switching activity.
